--- flow/run.sh ---
#!/bin/bash
# OpenROAD 26Q1-2900-gdf79404cd8, Yosys 0.63+post, stock flow scripts
make -C /OpenROAD-flow-scripts/flow DESIGN_CONFIG=/design/flow/config.mk WORK_HOME=/design/flow/orfs finish
--- flow/config.mk ---
export PLATFORM = sky130hd
export DESIGN_NAME = memory_ctl
export DESIGN_NICKNAME = memory_ctl
export VERILOG_FILES = /design/flow/design.v
export SDC_FILE = /design/flow/constraint.sdc
export NUM_CORES = 4
export LEC_CHECK = 1
export CORE_AREA = 10 10 90 90
export DIE_AREA = 0 0 100 100
--- flow/constraint.sdc ---
current_design memory_ctl

set clk_period 2.8
set clk_io_pct 0.2

create_clock -name clk0 -period $clk_period

set non_clock_inputs [all_inputs -no_clocks]
set_input_delay [expr $clk_period * $clk_io_pct] -clock clk0 $non_clock_inputs
set_output_delay [expr $clk_period * $clk_io_pct] -clock clk0 [all_outputs]
--- flow/design.v ---
package BasicTypes;
  typedef logic [31:0] PC;
  typedef logic [31:0] BasicData;
  typedef logic [31:0] Instruction;
  typedef logic [4:0] RegAddr;
  typedef logic [31:0] MemAddr;
  typedef enum logic [3:0] {
    ALU_ADD,
    ALU_SUB,
    ALU_SLT,
    ALU_SLTU,
    ALU_XOR,
    ALU_OR,
    ALU_AND,
    ALU_SLL,
    ALU_SRL,
    ALU_SRA,
    ALU_JUMP,
    ALU_NONE
  } ALUCode;
  typedef enum logic [1:0] {
    OP_TYPE_NONE = 2'd0,
    OP_TYPE_REG  = 2'd1,
    OP_TYPE_IMM  = 2'd2,
    OP_TYPE_PC   = 2'd3
  } ALUOpType;
  typedef enum logic [2:0] {
    MULDIV_MUL,
    MULDIV_MULH,
    MULDIV_MULHSU,
    MULDIV_MULHU,
    MULDIV_DIV,
    MULDIV_DIVU,
    MULDIV_REM,
    MULDIV_REMU
  } MulDivCode;
  typedef struct packed {
    ALUCode aluCode;
    ALUOpType aluOp1Type;
    ALUOpType aluOp2Type;
  } ALUCtrl;
  typedef struct packed {
    logic wEnable;
    RegAddr rdAddr;
    logic isForwardable;
  } RDCtrl ;
  typedef enum logic [1:0]{
    BYPASS_NONE = 2'd0,
    BYPASS_EXEC = 2'd1,
    BYPASS_MEM = 2'd2
  } BypassCtrl;
  typedef enum logic [1:0] {
    MEM_NONE = 2'd0,
    MEM_BYTE = 2'd1,
    MEM_HALF = 2'd2,
    MEM_WORD = 2'd3
  } MemoryAccessWidth;
endpackage
module memory_ctl(
  input var [31:0]pc,
  input var bit clk,
  input var bit is_store,
  input var bit is_load_unsigned,
  input var [31:0]addr,
  input var [1:0]mem_access_width,
  input var [31:0]w_data,
  output var [31:0]line,
  output var [1:0]offset,
  output var [31:0]shifted_w_data,
  output var [3:0]w_enable,
  output var [7:0]uart,
  output var logic uart_we
);
  assign line = addr >> 2;
  assign offset = addr - ((addr >> 2)<<2);
  assign shifted_w_data = shifted_w_data_gen(is_store,mem_access_width,shifted_w_data_b,shifted_w_data_h,shifted_w_data_w,shifted_w_data_none);
  assign w_enable = w_enable_gen(is_store,mem_access_width,offset);
  logic [31:0] shifted_w_data_b;
  logic [31:0] shifted_w_data_h;
  logic [31:0] shifted_w_data_w;
  logic [31:0] shifted_w_data_none;
  assign shifted_w_data_b = (w_data & 8'hff) << (offset*8);
  assign shifted_w_data_h = (w_data & 16'hffff) << (offset*8);
  assign shifted_w_data_w = w_data;
  assign shifted_w_data_none = 32'd0;
  assign uart = shifted_w_data_b & 8'hff;
  assign uart_we = ((addr == 32'hf6fff070) && (is_store == 1'b1)) ? 1'b1 : 1'b0;
  function automatic [31:0] shifted_w_data_gen;
    input bit is_store;
    input [1:0] mem_access_width;
    input [31:0] shifted_w_data_b;
    input [31:0] shifted_w_data_h;
    input [31:0] shifted_w_data_w;
    input [31:0] shifted_w_data_none;
    begin
      if(is_store) begin
        case (mem_access_width)
          2'd1: begin
            shifted_w_data_gen = shifted_w_data_b;
          end
          2'd2: begin
            shifted_w_data_gen = shifted_w_data_h;
          end
          2'd3: begin
            shifted_w_data_gen = shifted_w_data_w;
          end
          default: begin
            shifted_w_data_gen = shifted_w_data_none;
          end
        endcase
      end
      else begin
        shifted_w_data_gen = shifted_w_data_none;
      end
    end
  endfunction
  function automatic [3:0] w_enable_gen;
    input bit is_store;
    input [1:0] mem_access_width;
    input [1:0] offset;
    begin
      if(is_store) begin
        case (mem_access_width)
          2'd1: begin
            w_enable_gen = 4'b0001 << offset;
          end
          2'd2: begin
            w_enable_gen = 4'b0011 << offset;
          end
          2'd3: begin
            w_enable_gen = 4'b1111;
          end
          default: begin
            w_enable_gen = 4'b0000;
          end
        endcase
      end
      else begin
        w_enable_gen = 4'b0000;
      end
    end
  endfunction
endmodule
==> run summary <==
The synthesis and place-and-route flow finished, so here is a summary.

The flow ran to the end, and the final reports show no timing, DRC or antenna violations. The worst hold path begins at is_store. The non-filler instance count after layout is roughly 380. The combinational group share of total power came out at 1.000. The clock buffers instantiated in the layout total 0.

The final antenna-violating net count came out at 0. Looking at the setup timing report, the critical path kind is in -> out. The final tally of hold violations came out at 0. The number of buffers and inverters on the critical path is 3. For reference, the top cells by area after synthesis are buf_4, nand3_1, a32oi_1, nor3b_1, ha_1. The clock period minus worst slack is about 2800 ps. The family of cells with the greatest summed delay on the critical path is buffers and inverters. The switching power is between 0.1 and 0.15 mW. Setup repair after global routing could not meet its margin everywhere. Among all stages on the critical path, the maximum delay recorded is roughly 420 ps. The cell area that synthesis handed to floorplanning was between 0.001 and 0.0015 mm^2. Of the total power, registers draw 0.

The number of global-route vias before repair came out at 1794. The total cell area reported by yosys after synthesis is between 0.001 and 0.0015 mm^2. The core area is around 0.0063 mm^2. The max capacitance violation total is 0. The number of diodes is 0.

During placement, the flow inserted port buffers numbering 144. The cell with the biggest individual delay on the critical path is clkdlybuf4s50_1. The setup total negative slack is 0 ps. The number of unique standard cell types used by synthesis came out at 36. The share of synthesized area in the top cell type comes to 0.222. According to the floorplan report, the total die area is around 0.01 mm^2. The warning tally printed by Yosys for this design is 1. The warning total across the stage logs is just over 70. STA classifies the critical path endpoint as an output pin.

The number of DRC markers in iteration 0 is 30. For this design the ratio of total power to cell area is 128 mW/mm^2. The setup violation total in the final timing report is 0. The layout report lists the combined flip-flop and latch area as 0 um^2. The final weighted congestion in routability-driven placement came out at a little over 0.8.

The part of the power in the clock network is 0. The final report gives the core utilization as 0.439. The critical path starts at mem_access_width[0]. Among all cell types in the netlist, the one instantiated most often is buf_4. The overall power after layout is roughly 0.35 mW. The number of max-slew violations in the final report is 0. The required time at the worst endpoint is listed as roughly 2200 ps. At the worst endpoint, the arrival time is roughly 2200 ps. The total overflow reported by the global router came out at 0. Hold analysis lists the worst path endpoint as shifted_w_data[0]. The detailed-route wire length per cell came out at 17.5 um. The first-pass detailed-route iteration total is 4. The timing-limited maximum frequency came out at roughly 360 MHz. The average cell area after synthesis came out at about 6.7 um^2. The number of remaining DRC errors is 0. The internal power consumption is approximately 0.23 mW. Per the OpenROAD floorplan log, the height of the die is approximately 100 um. According to the hold report, the worst path is of the in -> out type. The hold buffer count at CTS is 0. The kind of start point of the critical path is an input port. The tightest hold path in the finished design has a slack of roughly 1700 ps. Once detailed placement completed, the half-perimeter wirelength came to 5690 um. Entering global routing, the biggest net connects 18 pins. According to the I/O placement log, the pin count is 180. The floorplan step records an initial core utilization of 0.188. The switching part of the total is 0.344. The total vias in the final route is 1740. The peak supply drop came out at around 0.065 mV. Traced cell by cell, the critical path runs through dlygate4sd2_1 -> buf_4 -> ha_4 -> or2_4 -> a32oi_1 -> a21oi_1 -> clkdlybuf4s50_1. After synthesis, the most frequently instantiated cells are buf_4, nand3_1, a21oi_1, o21ai_0, nand2_1. The width of the die is around 100 um. The total length of routed wires came out at about 6600 um.

The flop count came out at 0. The routed via count divided by cell count is around 4.6. The placed cell count came out at 372. The fraction of layout cells with a size suffix above 1 came out at 0.181. The area growth from synthesis to layout is 133%.

The reported leakage power came out at roughly 1.1 nW. After synthesis, the design contains about 180 cells according to Yosys. The wire length of the first global-routing pass is around 10000 um. Per the synthesis report, the dominant area consumer among library cells is buf_4. The initial antenna violation count came out at 0. The cell count after synthesis came out at 175. The share of the Yosys chip area taken by registers is 0. The floorplan has 29 rows. The final worst-path cycle share is 0.986. The report gives the cell count of the worst hold path as 5. The global routing usage summed across all routing layers is 0.121. The critical path maximum fanout is 5.
## layer usage
metal  track usage  vias to the layer above  wire length [um]
met5             0                        -                 0
met4             0                        0                30
met3        0.0382                        2               654
met2         0.223                       86              3390
met1         0.141                      790              2500
li1              -                      862                 -
## area by class of cell
cell class | instances | area (um^2)
Fill cell | 633 | 3520
Inverter | 3 | 11.3
Multi-Input combinational cell | 125 | 956
Tap cell | 77 | 96.3
Timing Repair Buffer | 170 | 1690
## timing repair
action	4_1_cts	5_1_grt
buffers inserted	1	1
gates cloned	1	0
pin swaps	5	4
setup endpoints to repair	37	28
gates resized	36	20
## layout by cell type, fill, tap and decap left out, types with 2 or more instances in the layout
master,n
ha_1,2
a21oi_1,12
a32oi_2,2
buf_4,21
clkdlybuf4s50_1,125
dlymetal6s2s_1,8
nor3b_1,9
a32oi_1,6
o21ai_1,7
nand3_1,16
ha_4,2
a22oi_2,7
nand2_1,10
and2_1,9
nor2_1,2
o21ai_0,5
nand4b_1,2
dlygate4sd2_1,10
buf_12,4
o31ai_1,6
inv_1,2
conb_1,2
o211ai_1,2
## how the worst max path moves through the flow
stage / end / depth (start not counted)
CTS: shifted_w_data[24] / 6
global route: shifted_w_data[6] / 7
finish: shifted_w_data[20] / 7
## worst min-delay path: cells and delay by family
kind          cells  cell delay (ps)
buf+inv           3              440
simple gates      2              150
## power groups by stage
stage	clock network, mW	logic (mW)	registers [mW]
CTS	0	0.354	0
global route	0	0.384	0
finish	0	0.353	0
## through the flow
stage,worst slack [ps],cell area (um^2)
after global routing,-42.7,2760
after CTS,4.66,2700
after detailed placement,-425,2610
after global placement,-429,2610
after floorplan,765,1180
final,38.7,2760
## kinds of logic (layout without fill, tap and decap cells)
group,Yosys count,in the layout,synth area share
AND/OR/NAND/NOR,66,67,0.350
buffers and inverters,52,173,0.304
AND-OR/OR-AND,51,51,0.290
adder cells (fa/ha/maj),5,5,0.0530
other,1,2,0.00317
Power and IR drop assume default switching activity.
