## ./config.mk

```make
export PLATFORM = sky130hd
export DESIGN_NAME = uart
export DESIGN_NICKNAME = uart
export VERILOG_FILES = /design/flow/design.v
export SDC_FILE = /design/flow/constraint.sdc
export NUM_CORES = 4
export LEC_CHECK = 1
export CORE_UTILIZATION = 40
```

## ./constraint.sdc

```tcl
current_design uart

set clk_period 4.3
set clk_io_pct 0.2

create_clock -name clk0 -period $clk_period [get_ports {sys_clk_i}]

set non_clock_inputs [all_inputs -no_clocks]
set_input_delay [expr $clk_period * $clk_io_pct] -clock clk0 $non_clock_inputs
set_output_delay [expr $clk_period * $clk_io_pct] -clock clk0 [all_outputs]
```

## ./design.v

```verilog
package BasicTypes;
  typedef logic [31:0] PC;
  typedef logic [31:0] BasicData;
  typedef logic [31:0] Instruction;
  typedef logic [4:0] RegAddr;
  typedef logic [31:0] MemAddr;
  typedef enum logic [3:0] {
    ALU_ADD,
    ALU_SUB,
    ALU_SLT,
    ALU_SLTU,
    ALU_XOR,
    ALU_OR,
    ALU_AND,
    ALU_SLL,
    ALU_SRL,
    ALU_SRA,
    ALU_JUMP,
    ALU_NONE
  } ALUCode;
  typedef enum logic [1:0] {
    OP_TYPE_NONE = 2'd0,
    OP_TYPE_REG  = 2'd1,
    OP_TYPE_IMM  = 2'd2,
    OP_TYPE_PC   = 2'd3
  } ALUOpType;
  typedef enum logic [2:0] {
    MULDIV_MUL,
    MULDIV_MULH,
    MULDIV_MULHSU,
    MULDIV_MULHU,
    MULDIV_DIV,
    MULDIV_DIVU,
    MULDIV_REM,
    MULDIV_REMU
  } MulDivCode;
  typedef struct packed {
    ALUCode aluCode;
    ALUOpType aluOp1Type;
    ALUOpType aluOp2Type;
  } ALUCtrl;
  typedef struct packed {
    logic wEnable;
    RegAddr rdAddr;
    logic isForwardable;
  } RDCtrl ;
  typedef enum logic [1:0]{
    BYPASS_NONE = 2'd0,
    BYPASS_EXEC = 2'd1,
    BYPASS_MEM = 2'd2
  } BypassCtrl;
  typedef enum logic [1:0] {
    MEM_NONE = 2'd0,
    MEM_BYTE = 2'd1,
    MEM_HALF = 2'd2,
    MEM_WORD = 2'd3
  } MemoryAccessWidth;
endpackage
module uart(
   uart_tx,      
   uart_wr_i,    
   uart_dat_i,   
   sys_clk_i,    
   sys_rstn_i     
);
  input uart_wr_i;
  input [7:0] uart_dat_i;
  input sys_clk_i;
  input sys_rstn_i;
  output uart_tx;
  reg [3:0] bitcount;
  reg [8:0] shifter;
  reg uart_tx;
  wire uart_busy = |bitcount[3:1];
  wire sending = |bitcount;
  reg [28:0] d;
  wire [28:0] dInc = d[28] ? (115200) : (115200 - 90000000);
  wire [28:0] dNxt = d + dInc;
  always @(posedge sys_clk_i or negedge sys_rstn_i) begin
    if (!sys_rstn_i) begin
        d <= 29'b0;
    end else begin
        d <= dNxt;
    end
  end
  wire ser_clk = ~d[28];  
  always @(posedge sys_clk_i or negedge sys_rstn_i)
  begin
    if (!sys_rstn_i) begin
      uart_tx <= 1;
      bitcount <= 0;
      shifter <= 0;
    end else begin
      if (uart_wr_i & ~uart_busy) begin
        shifter <= { uart_dat_i[7:0], 1'h0 };
        bitcount <= (1 + 8 + 2);
      end
      if (sending & ser_clk) begin
        { shifter, uart_tx } <= { 1'h1, shifter };
        bitcount <= bitcount - 1;
      end
    end
  end
endmodule
```

## ./run.sh

```bash
#!/bin/bash
# OpenROAD 26Q1-2900-gdf79404cd8, Yosys 0.63+post, stock flow scripts
make -C /OpenROAD-flow-scripts/flow DESIGN_CONFIG=/design/flow/config.mk WORK_HOME=/design/flow/orfs finish
```

==> impl_metrics.prom <==
# HELP chip_impl_metric Flow report values
# TYPE chip_impl_metric gauge
chip_impl_metric{name="p_per_area",unit="nW/um^2"} 340.4
chip_impl_metric{name="area_delta_synth_final",unit="%"} 15.75
chip_impl_metric{name="ctsResizeCount",unit=""} 0
chip_impl_info{name="synth.top_cells.by_count",value="35 x sky130_fd_sc_hd__dfrtp_1, 18 x sky130_fd_sc_hd__o21ai_0, 14 x sky130_fd_sc_hd__ha_1, 14 x sky130_fd_sc_hd__nand2_1, 12 x sky130_fd_sc_hd__xnor2_1"} 1
chip_impl_metric{name="ys_async_rst_share",unit=""} 1.000
chip_impl_metric{name="yosys-mux-area-fraction",unit=""} 0.04563
chip_impl_metric{name="dp_worst_setup_slack",unit="ns"} 1.812
chip_impl_metric{name="comb_area",unit="sq um"} 1069
chip_impl_metric{name="fin_tns_setup",unit="ns"} 0
chip_impl_metric{name="diodes",unit=""} 0
chip_impl_metric{name="final.setup.worst_slack",unit="ns"} 1.800
chip_impl_metric{name="port_buffers",unit=""} 11
chip_impl_info{name="hold_crit_path_type",value="flip-flop to flip-flop"} 1
chip_impl_metric{name="cts_made_buffers",unit=""} 5
chip_impl_metric{name="enable_flop_cells",unit=""} 0
chip_impl_metric{name="number_of_antenna_violations_at_the_first_check_in_global_routing",unit=""} 0
chip_impl_metric{name="met1_length",unit="mm"} 1.733
chip_impl_metric{name="netlist_area",unit="sq um"} 2002
chip_impl_info{name="cts_root_buffer",value="sky130_fd_sc_hd__clkbuf_8"} 1
chip_impl_metric{name="synth-simple-area-share",unit=""} 0.1319
chip_impl_metric{name="final_area",unit="sq um"} 2317
chip_impl_metric{name="drt_first_pass_iters",unit=""} 4
chip_impl_metric{name="detailedPlacementHpwl",unit="mm"} 2.569
chip_impl_info{name="clock_tree_from_tritoncts",value="done"} 1
chip_impl_metric{name="yosys.stat.seqShare",unit=""} 0.4506
chip_impl_metric{name="avgViaCountPerCell",unit=""} 5.403
chip_impl_metric{name="yosysWarningCount",unit=""} 1
chip_impl_metric{name="worst_clock_skew",unit="ns"} 0.003189
chip_impl_metric{name="synth_chip_area",unit="sq um"} 2002
chip_impl_metric{name="boundaryPins",unit=""} 12
chip_impl_metric{name="finalSetupViolCount",unit=""} 0
chip_impl_metric{name="synth_adder_area_share",unit=""} 0.09750
chip_impl_info{name="dominantRegCellSynth",value="sky130_fd_sc_hd__dfrtp_1"} 1
chip_impl_metric{name="worst_ep_arrival_time",unit="ns"} 2.71
chip_impl_metric{name="core.rowCount",unit=""} 25
chip_impl_metric{name="timing.final.crit_share",unit=""} 0.5815
chip_impl_metric{name="slew-limit-headroom",unit=""} 0.7048
chip_impl_metric{name="cts_max_path_buffers",unit=""} 2
chip_impl_metric{name="pin_count_of_the_biggest_net_entering_global_routing",unit=""} 37
chip_impl_metric{name="final_layout_size_suffix_gt1_frac",unit=""} 0.09709
chip_impl_metric{name="ctsHoldBuffers",unit=""} 0
chip_impl_metric{name="numSynthFlops",unit=""} 36
chip_impl_metric{name="path_clk_slew",unit="ns"} 0.07
chip_impl_metric{name="fin_util",unit=""} 0.4874
chip_impl_metric{name="grt_pass1_vias",unit=""} 1466
chip_impl_metric{name="globalRouteOverflowTotal",unit=""} 0
chip_impl_metric{name="routed_wirelength",unit="mm"} 3.506
chip_impl_metric{name="drt-initial-drc-count",unit=""} 73
chip_impl_metric{name="syn_avg_cell_area",unit="sq um"} 10.71
chip_impl_metric{name="total_routing_resource_utilization_after_global_routing",unit=""} 0.1582
chip_impl_metric{name="critical_path_rt",unit="ns"} 4.51
chip_impl_metric{name="crit_path_max_fanout",unit=""} 11
chip_impl_metric{name="final_antenna_net_count",unit=""} 0
chip_impl_metric{name="die.size.y",unit="um"} 72.75
chip_impl_metric{name="warning_count",unit=""} 26
chip_impl_metric{name="clock.fmax",unit="MHz"} 399.9
chip_impl_metric{name="routed-wl-met3",unit="um"} 172
chip_impl_info{name="rsz0062_at_grt",value="false"} 1
chip_impl_metric{name="post_synth_xor_area_fraction",unit=""} 0.07875
chip_impl_metric{name="fp-utilization",unit=""} 0.4211
chip_impl_metric{name="die_width",unit="um"} 72.75
chip_impl_info{name="area_leaders",value="sky130_fd_sc_hd__dfrtp_1 44%, sky130_fd_sc_hd__ha_1 8.8%, sky130_fd_sc_hd__xnor2_1 5.2%"} 1
chip_impl_metric{name="grt_pass1_wl",unit="mm"} 6.465
chip_impl_metric{name="ys_cells",unit=""} 187
chip_impl_info{name="most_common_cell",value="sky130_fd_sc_hd__dfrtp_1"} 1
chip_impl_metric{name="top_area_cell_type_share_of_the_netlist_area",unit=""} 0.4375
chip_impl_metric{name="design.die.area",unit="sq um"} 5292
chip_impl_metric{name="synth.distinct_cells",unit=""} 47
chip_impl_info{name="critical_setup_path_kind",value="flip-flop to flip-flop"} 1
chip_impl_metric{name="routed-wl-met2",unit="mm"} 1.554
chip_impl_info{name="status",value="complete, no violations"} 1
chip_impl_info{name="critPathCaptureType",value="flip-flop"} 1
chip_impl_metric{name="core_area",unit="sq um"} 4755
chip_impl_info{name="top_signal_layer_used",value="met4"} 1
chip_impl_metric{name="worst_skew_pair.late_latency",unit="ns"} 0.28
chip_impl_metric{name="finalHoldViolCount",unit=""} 0
chip_impl_metric{name="layout_min_cycle_time",unit="ns"} 2.500
chip_impl_metric{name="cts.repair_timing.setup_buffer_count",unit=""} 0
chip_impl_metric{name="final-max-slew-violation-count",unit=""} 0
chip_impl_metric{name="worst_supply_voltage_drop_on_vdd",unit="mV"} 0.2350
chip_impl_metric{name="leakagePower",unit="uW"} 0.0009410
chip_impl_metric{name="cts_sinks",unit=""} 36
chip_impl_info{name="startpoint_type",value="flip-flop"} 1
chip_impl_metric{name="worstMarginPinSlew",unit="ns"} 0.4427
chip_impl_metric{name="final-seq-area",unit="sq um"} 902.1
chip_impl_info{name="topCombFamilyByArea",value="AND-OR/OR-AND gates"} 1
chip_impl_metric{name="maxCapViolCount",unit=""} 0
chip_impl_metric{name="count_of_vias_placed_by_the_detailed_router",unit=""} 1475
chip_impl_metric{name="drt_drc_violations_left",unit=""} 0
chip_impl_metric{name="fill_cells",unit=""} 430
chip_impl_metric{name="compound_area_frac",unit=""} 0.1769
chip_impl_info{name="yosysTopAreaCell",value="sky130_fd_sc_hd__dfrtp_1"} 1
chip_impl_metric{name="globalplace.congestion",unit=""} 0.9810
chip_impl_metric{name="routedWlPerCell",unit="um"} 12.84
chip_impl_metric{name="syn_inst",unit=""} 187
chip_impl_metric{name="post_dp_cell_area",unit="sq um"} 2210
chip_impl_metric{name="cts.htree.levels",unit=""} 2
## flip-flops by register name, indices dropped and copies added, names as in the netlist
signal / count
bitcount: 4
d: 22
shifter: 9
uart_tx: 1
## path summary, 6_finish.rpt
path                            start          to  slack [ns]  cells past startpoint
max in group asynchronous  sys_rstn_i     uart_tx        2.97                      2
max                             d[28]       d[21]        1.80                      8
min                        shifter[1]  shifter[0]        0.48                      2
max reg2reg                     d[28]       d[21]        1.80                      8
min reg2reg                shifter[1]  shifter[0]        0.48                      2
min in group asynchronous  sys_rstn_i  shifter[4]        1.00                      2
## layer usage
layer / track usage / vias up
met4: 0.02832 / 0
met5: 0 / -
met3: 0.02941 / 5
met2: 0.2471 / 42
li1: - / 717
met1: 0.2406 / 711
## per-stage QoR
step | hold slack (ns) | power [uW] | instances
floorplan | 0.4422 | 473.7 | 187
global placement | 0.4617 | 504.4 | 265
detailed placement | 0.4709 | 509.2 | 265
CTS | 0.4880 | 799.5 | 273
global route | 0.4967 | 839.4 | 273
finish | 0.4804 | 788.8 | 273
## worst max-delay path: stages, from the launching register on
cell                       delay (ns)
sky130_fd_sc_hd__dfrtp_1         0.42
sky130_fd_sc_hd__inv_1           0.24
sky130_fd_sc_hd__ha_1            0.32
sky130_fd_sc_hd__fa_1            0.41
sky130_fd_sc_hd__o21ai_0         0.25
sky130_fd_sc_hd__o211a_1         0.31
sky130_fd_sc_hd__o21a_1          0.22
sky130_fd_sc_hd__nand3b_1        0.14
sky130_fd_sc_hd__xnor2_1         0.11
## power by group
| group | switching (uW) | internal, uW | total (uW) |
|---|---|---|---|
| Sequential | 30.5 | 389 | 419 |
| Clock | 115 | 172 | 287 |
| Combinational | 38.1 | 44.4 | 82.5 |
| Total | 184 | 605 | 789 |
## cells in the final DEF, fill, tap and decap left out, types with 2 or more instances in the layout
master	instances
sky130_fd_sc_hd__and3_1	2
sky130_fd_sc_hd__o21a_1	2
sky130_fd_sc_hd__nand3_1	6
sky130_fd_sc_hd__a31oi_1	6
sky130_fd_sc_hd__nor2b_1	3
sky130_fd_sc_hd__a211oi_1	2
sky130_fd_sc_hd__o211a_1	2
sky130_fd_sc_hd__nor3_1	2
sky130_fd_sc_hd__nor3b_1	2
sky130_fd_sc_hd__buf_4	3
sky130_fd_sc_hd__a21oi_1	6
sky130_fd_sc_hd__o21ai_0	18
sky130_fd_sc_hd__xor2_1	6
sky130_fd_sc_hd__a21o_1	2
sky130_fd_sc_hd__o211ai_1	4
sky130_fd_sc_hd__nand4_1	2
sky130_fd_sc_hd__dfrtp_1	35
sky130_fd_sc_hd__nand2_1	14
sky130_fd_sc_hd__clkdlybuf4s50_1	11
sky130_fd_sc_hd__inv_1	6
sky130_fd_sc_hd__xnor2_1	12
sky130_fd_sc_hd__clkbuf_8	5
sky130_fd_sc_hd__nand2b_1	2
sky130_fd_sc_hd__ha_1	14
sky130_fd_sc_hd__mux2i_1	8
sky130_fd_sc_hd__nor2_1	6
## cells by family (layout without fill, tap and decap cells)
family	Yosys count	count (layout)
buf+inv	9	28
flops	36	36
mux	9	9
compound gates	52	52
simple gates	48	48
xor+xnor	18	18
fa+ha+maj	15	15
## final cells by class
cell class | count | share of cell area
multi-input cells | 142 | 0.4611
flip-flops and latches | 36 | 0.3893
inverters | 6 | 0.009719
clock inverters | 2 | 0.01512
repair buffers | 14 | 0.05724
well taps | 67 | 0.03618
clock buffers | 6 | 0.03132
Power is estimated from default activity; no workload was simulated.
